`design/flow/run.sh`:
```
#!/bin/bash
# OpenROAD 26Q1-2900-gdf79404cd8, Yosys 0.63+post, stock flow scripts
make -C /OpenROAD-flow-scripts/flow DESIGN_CONFIG=/design/flow/config.mk WORK_HOME=/design/flow/orfs finish
```
`design/flow/config.mk`:
```
export PLATFORM = sky130hd
export DESIGN_NAME = conv2D_int16
export DESIGN_NICKNAME = conv2D_int16
export VERILOG_FILES = /design/flow/design.v
export SDC_FILE = /design/flow/constraint.sdc
export NUM_CORES = 4
export LEC_CHECK = 1
export CORE_UTILIZATION = 40
```
`design/flow/constraint.sdc`:
```
current_design conv2D_int16

set clk_period 28.5
set clk_io_pct 0.2

create_clock -name clk0 -period $clk_period [get_ports {S_AXIS_ACLK}]

set non_clock_inputs [all_inputs -no_clocks]
set_input_delay [expr $clk_period * $clk_io_pct] -clock clk0 $non_clock_inputs
set_output_delay [expr $clk_period * $clk_io_pct] -clock clk0 [all_outputs]
```
`design/flow/design.v`:
```
`timescale 1ns / 1ps
module conv2D_int16(
    input wire  M_AXIS_ACLK,
    input wire  M_AXIS_ARESETN,
    input wire  S_AXIS_ACLK,
    input wire  S_AXIS_ARESETN,
    output wire  M_AXIS_TVALID,  
    output wire [15:0] M_AXIS_TDATA,  
    output wire [1:0] M_AXIS_TKEEP,  
    output wire  M_AXIS_TLAST,  
    input wire  M_AXIS_TREADY,  
    output wire  S_AXIS_TREADY,  
    input wire [15:0] S_AXIS_TDATA,  
    input wire [1:0] S_AXIS_TKEEP,  
    input wire  S_AXIS_TLAST,  
    input wire  S_AXIS_TVALID  
    );
    reg [2:0] state;
    wire TX, RX, RX_data, RX_last, systolic_advance, new_filt_data, arr_rst, new_data, zero_padding, TX_last;
    assign RX = S_AXIS_TREADY && S_AXIS_TVALID;
    assign TX = M_AXIS_TREADY && M_AXIS_TVALID;  
    assign RX_data = RX && S_AXIS_TKEEP == 3;  
    assign RX_last = RX && S_AXIS_TLAST;
    assign systolic_advance = zero_padding || arr_rst || new_data;  
    assign new_filt_data = (state == 0 || state == 1) && RX_data;
    assign arr_rst = (state == 0 && ~RX);
    assign new_data = (state == 2 || state == 3) && RX_data;
    assign zero_padding = state == 4 && (row_count != 2);  
    assign TX_last = TX_count == data_count / 3  - 3;  
    assign M_AXIS_TVALID = (state == 4 && (row_count == 2)) || (state == 3 && S_AXIS_TVALID && (row_count == 2));  
    assign M_AXIS_TKEEP = 3;  
    assign M_AXIS_TLAST = (state == 4) && TX_last; 
    assign S_AXIS_TREADY = M_AXIS_TREADY; 
    reg [15:0] filter[0:2][0:2];
    reg [8:0] filter_size;
    always @(posedge S_AXIS_ACLK) begin 
        if (new_filt_data) begin
            filter[0][0] <= S_AXIS_TDATA;  
            filter_size <= filter_size + 1;
        end
        else if (arr_rst) begin
            filter[0][0] <= 0;  
            filter_size <= 0;
        end
    end
    genvar row, col;
    generate
    for (row=0; row<3; row=row+1) begin
        for (col=0; col<3; col=col+1) begin
            always @(posedge S_AXIS_ACLK) begin
                if (new_filt_data || arr_rst) begin
                    if(row != 0 && col == 0) filter[row][0] <= filter[row-1][2];
                    if(col != 0) filter[row][col] <= filter[row][col-1];
                end
            end
        end
    end
    endgenerate
    reg [15:0] data[0:2][0:2];
    reg [31:0] data_count;
    reg [1:0] row_count;
    reg [31:0] TX_count;
    always @(posedge S_AXIS_ACLK) begin
        if (new_data) begin 
            data[row_count][2] <= S_AXIS_TDATA;  
            data_count <= data_count+1;
            if (row_count != 2) row_count <= row_count + 1;
            else if (row_count == 2) row_count <= 0;
        end
        if (zero_padding) begin
            data[row_count][2] <= 0;  
            if (row_count != 2) row_count <= row_count + 1;
            else if (row_count == 2) row_count <= 0;
        end
        if (arr_rst) begin
            data_count <= 0;
            row_count <= 0;
            data[0][2] <= 0;
            data[1][2] <= 0;
            data[2][2] <= 0;
        end
        if (TX) TX_count <= TX_count + 1;
        if (arr_rst) TX_count <= 0;
    end
    generate
    for (col=2; col>0; col=col-1) begin
        always @(posedge S_AXIS_ACLK) begin
            if (systolic_advance) begin
                if(row_count == 0 || arr_rst) data[0][col-1] <= data[0][col];
                if(row_count == 1 || arr_rst) data[1][col-1] <= data[1][col];
                if(row_count == 2 || arr_rst) data[2][col-1] <= data[2][col];
            end 
        end
    end
    endgenerate
    reg [15:0] products[0:2][0:2];
    reg [15:0] L0sums[0:2];
    assign M_AXIS_TDATA = products[0][0] + products[0][1] + products[0][2] +
                            products[1][0] + products[1][1] + products[1][2] +
                                products[2][0] + products[2][1] + products[2][2];
    generate
        for (col=0; col<3; col=col+1) begin 
            always @(posedge S_AXIS_ACLK) begin
                if (systolic_advance) begin
                    products[0][col] <= data[0][col]*filter[0][col]; 
                    products[1][col] <= data[1][col]*filter[1][col]; 
                    products[2][col] <= data[2][col]*filter[2][col]; 
                end
            end
        end
    endgenerate
    always @(posedge S_AXIS_ACLK) begin
        if (state == 0 && RX_data) state <= 1;  
        if (state == 1 && RX_last) state <= 2;  
        if (state == 2 && data_count == 9 && RX_data) state <= 3;  
        if (state == 3 && RX_last) state <= 4;  
        if (state == 4 && TX && TX_last) state <= 0;  
    end
endmodule
```
==> reports/qor.json <==
{
  "outcome": "finished, final reports clean",
  "setup_total_negative_slack_ns": 0,
  "detail-route-antenna-nets": 0,
  "areaGrowthSynthToFinish_pct": 6.33,
  "ys_chip_area_mm2": 0.0592,
  "dieWidth_um": 387,
  "grt_setup_unrepaired": "no",
  "cts_resized": 0,
  "yosys_most_used_dff": "sky130_fd_sc_hd__edfxtp_1",
  "synth-warning-count": 3,
  "synth.top_cells.by_area": "sky130_fd_sc_hd__fa_1 28%, sky130_fd_sc_hd__edfxtp_1 22%, sky130_fd_sc_hd__ha_1 9.8%",
  "setup_ws_ns": 8.21,
  "largest_fanout_on_the_critical_path": 19,
  "synthesis.instances": 6165,
  "design.core.area_mm2": 0.146,
  "cts_post_setup_buffers_inserted": 0,
  "antenna_violations_before_repair": 9,
  "tightest_slew_ns": 1.00,
  "cts-root-to-sink-buffers": 3,
  "maxClockFrequency_mhz": 49.3,
  "fp_util": 0.405,
  "synthTopLogicFamily": "adder cells",
  "fraction_of_final_layout_cells_sized_beyond_drive_strength_1": 0.0340,
  "postCtsHoldBufs": 0,
  "clock_pin_slew_on_the_worst_setup_and_hold_paths_ns": 0.07,
  "postSynthRegisterBits": 503,
  "post-place-ws_ns": 9.14,
  "synth_xor_xnor_area_share": 0.0720,
  "muxShareOfSynthArea": 0.00330,
  "leakage_nw": 28.7,
  "async_reset_ff_frac": 0,
  "wl_per_cell_um": 18.8,
  "top_layer_used": "met5",
  "synth.top_cell.area_share": 0.278,
  "viasPerCell": 5.01,
  "critical_path.slowest_cell": "sky130_fd_sc_hd__o32ai_4",
  "clock_sinks": 503,
  "fin_area_mm2": 0.0630,
  "grt_start_max_net_pins": 67,
  "synth.lib_cells_used.distinct": 112,
  "ys_sh_adder": 0.376,
  "totalWireLength_um": 149000,
  "route.detailed.drc": 0,
  "htreeDepth": 2,
  "detailroute.wirelength.met2_um": 67500,
  "grt_pass1_wl_um": 238000,
  "critPathArrivalTime_ns": 14.59,
  "clkLatencyLatePin_ns": 0.68,
  "synthDominantAreaCellType": "sky130_fd_sc_hd__fa_1",
  "syn_area_mm2": 0.0592,
  "port-buffer-count": 40,
  "cts-root-buf": "sky130_fd_sc_hd__clkbuf_16",
  "cell_rows": 140,
  "worstSetupStartpointType": "register",
  "first_global_vias": 41600,
  "design.portCount": 46,
  "timing.max_cap.violations": 0,
  "finalWorstPathRequiredPeriod_ns": 20.29,
  "comb_power_share": 0.007,
  "via_count": 39700,
  "p_int_mw": 1.24,
  "placed_area_mm2": 0.0610,
  "synth_top_cell_by_count": "sky130_fd_sc_hd__inv_1",
  "reg2regPathDepth": 45,
  "cycle_use_final": 0.712,
  "detail_route.first_pass.iterations": 5,
  "finalSetupViolCount": 0,
  "cts_made_buffers": 59,
  "clock_tree_from_tritoncts": "done",
  "detailedPlacementHpwl_um": 113000,
  "synth.avg_cell_area_um2": 9.60,
  "power.share.sequential": 0.496,
  "die.size.y_um": 387,
  "routabilityCongestion": 0.921,
  "first_iter_violations": 1963,
  "timing_hold_violations_final": 0,
  "max-slew-margin-rel": 0.331,
  "chip_area_mm2": 0.150,
  "holdPathStages": 0,
  "critPathKind": "register to primary output",
  "req_time_crit_path_ns": 22.80,
  "wl_met1_um": 60400,
  "synthSimpleGateAreaFrac": 0.150,
  "area_fraction_in_compound_gates": 0.0591,
  "finClkSkew_ns": 0.0326,
  "met3_wirelength_um": 17200,
  "count_of_library_flops_with_an_enable_pin": 432,
  "hold_path_class": "register to register",
  "synthTopCellsByCount": "1136 x sky130_fd_sc_hd__inv_1, 936 x sky130_fd_sc_hd__nand2_1, 821 x sky130_fd_sc_hd__fa_1, 499 x sky130_fd_sc_hd__and2_1, 464 x sky130_fd_sc_hd__ha_1",
  "power.share.clock": 0.496,
  "postSynthSeqShare": 0.243,
  "grt_util_all_layers": 0.219,
  "yosys_cells": 6165,
  "power.ir.vdd_worst_uv": 41.1,
  "count_of_tool_warnings": 32,
  "power.share.switching": 0.219,
  "power-per-cell-area_mw_per_mm2": 25.2,
  "max_stage_delay_ns": 0.70,
  "grt_remaining_overflow": 0,
  "slew_violations": 0,
  "netSwitchingPower_mw": 0.347,
  "timing.critical_path.to_type": "primary output"
}
area by class of cell:
type	count	area (um^2)
diodes	9	22.5
clock buffers	69	1560
clock inverters	42	429
fillers	13600	83300
inverters	1145	4300
multi-input cells	4168	39200
flip-flops and latches	503	14400
well taps	1917	2400
repair buffers	81	708
metrics by stage:
stage	total power [mW]	std cells	hold WS, ns	utilization
floorplan	0.804	6166	0.424	-
detailed placement	0.815	7814	0.437	0.417
finish	1.59	7934	0.459	0.430
global placement	0.815	7814	0.439	0.417
CTS	1.61	7925	0.459	0.430
global route	1.63	7928	0.478	0.430
final timing paths:
kind / start / endpoint / slack, ns
min reg2reg: filter[3][15] / filter[4][15] / 0.46
min: filter[3][15] / filter[4][15] / 0.46
max: data_count[30] / M_AXIS_TLAST / 8.21
max reg2reg: data_count[30] / state[3] / 14.72
cells by family after synthesis:
kind of cell	count (synthesis)
XOR/XNOR	486
AND-OR/OR-AND	508
multiplexers	19
adder cells (fa/ha/maj)	1285
buffers and inverters	1495
AND/OR/NAND/NOR	1868
flip-flops	503
other	1
power by group through the flow:
stage         sequential [mW]  clock (mW)  combinational (mW)
CTS                     0.787       0.806              0.0117
finish                  0.787       0.787              0.0117
global route            0.787       0.832              0.0121
placed cells by master, fill, tap and decap left out, types with 10 or more instances in the layout:
| master | Yosys | layout |
|---|---|---|
| sky130_fd_sc_hd__ha_1 | 464 | 464 |
| sky130_fd_sc_hd__xnor2_1 | 375 | 375 |
| sky130_fd_sc_hd__o21ai_0 | 62 | 58 |
| sky130_fd_sc_hd__inv_1 | 1136 | 1136 |
| sky130_fd_sc_hd__nand2b_1 | 12 | 12 |
| sky130_fd_sc_hd__nor2b_1 | 11 | 11 |
| sky130_fd_sc_hd__clkinv_1 | 9 | 17 |
| sky130_fd_sc_hd__nor2_1 | 183 | 183 |
| sky130_fd_sc_hd__a21o_1 | 19 | 19 |
| sky130_fd_sc_hd__nand2_1 | 936 | 935 |
| sky130_fd_sc_hd__nor4_1 | 15 | 14 |
| sky130_fd_sc_hd__dfxtp_1 | 71 | 71 |
| sky130_fd_sc_hd__nand4_1 | 18 | 18 |
| sky130_fd_sc_hd__clkbuf_16 | 0 | 61 |
| sky130_fd_sc_hd__o21bai_1 | 82 | 82 |
| sky130_fd_sc_hd__o22ai_1 | 11 | 11 |
| sky130_fd_sc_hd__and2_1 | 499 | 498 |
| sky130_fd_sc_hd__a211oi_1 | 10 | 10 |
| sky130_fd_sc_hd__nor3_1 | 44 | 44 |
| sky130_fd_sc_hd__clkdlybuf4s50_1 | 0 | 40 |
| sky130_fd_sc_hd__mux2i_1 | 15 | 15 |
| sky130_fd_sc_hd__xor2_1 | 110 | 110 |
| sky130_fd_sc_hd__a21oi_1 | 183 | 183 |
| sky130_fd_sc_hd__buf_4 | 8 | 41 |
| sky130_fd_sc_hd__edfxtp_1 | 432 | 432 |
| sky130_fd_sc_hd__fa_1 | 821 | 821 |
| sky130_fd_sc_hd__or3_1 | 14 | 14 |
| sky130_fd_sc_hd__nand3_1 | 46 | 46 |
| sky130_fd_sc_hd__and3_1 | 26 | 26 |
critical path: cells and delay by family (launching register included):
| kind | cells | cell delay (ns) |
|---|---|---|
| compound gates | 19 | 6.07 |
| xor+xnor | 1 | 0.17 |
| simple gates | 20 | 5.51 |
| flops | 1 | 0.69 |
| fa+ha+maj | 2 | 0.50 |
| buf+inv | 3 | 0.93 |
routing by layer:
metal | track usage | up-vias
li1 | - | 18700
met1 | 0.304 | 19500
met2 | 0.325 | 1386
met3 | 0.103 | 184
met4 | 0.0469 | 5
met5 | 0.00766 | -
sequential cells by signal, summed over array words and instances, names as in the netlist, named ones only:
register and flops:
filter 144, data 144, data_count 32, products 144, TX_count 32, state 5
Power and IR drop assume default switching activity.
